[/design/flow/constraint.sdc]
current_design DataPath_more

set clk_period 37.3
set clk_io_pct 0.2

create_clock -name clk0 -period $clk_period [get_ports {clk}]

set non_clock_inputs [all_inputs -no_clocks]
set_input_delay [expr $clk_period * $clk_io_pct] -clock clk0 $non_clock_inputs
set_output_delay [expr $clk_period * $clk_io_pct] -clock clk0 [all_outputs]
[/design/flow/design.v]
module Regs(
    input clk, 
    input rst, 
    input RegWrite, 
    input [4:0] Rs1_addr, 
    input [4:0] Rs2_addr, 
    input [4:0] Wt_addr, 
    input [31:0] Wt_data,
    output [31:0] Rs1_data, 
    output [31:0] Rs2_data
);
reg [31:0] register [1:31];  
integer i;
assign Rs1_data = (Rs1_addr == 0) ? 0 : register[Rs1_addr];  
assign Rs2_data = (Rs2_addr == 0) ? 0 : register[Rs2_addr];  
always @(posedge clk or posedge rst) 
begin 
    if (rst == 1) 
        for (i = 1; i < 32; i = i + 1) 
            register[i] <= 0;  
    else if ((Wt_addr != 0) && (RegWrite == 1)) 
        register[Wt_addr] <= Wt_data;  
end
endmodule
module ALU_more(
    input  [31:0] A,
    input  [31:0] B,
    input  [3:0]  ALU_Control,
    output reg [31:0] res,
    output Zero
);
assign Zero = (res == 32'b0);
always @(*) begin
    case (ALU_Control)
        4'b0000: res = A & B;                         
        4'b0001: res = A | B;                         
        4'b0010: res = A + B;                         
        4'b0110: res = A - B;                         
        4'b0111: res = ($signed(A) < $signed(B));     
        4'b1001: res = (A < B);                       
        4'b1100: res = A ^ B;                         
        4'b1110: res = A << B[4:0];                   
        4'b1101: res = A >> B[4:0];                   
        4'b1111: res = ($signed(A) >>> B[4:0]);       
        default: res = 32'b0;
    endcase
end
endmodule
`timescale 1ns / 1ps
module DataPath_more(
    input clk, 
    input rst, 
    input [31:0] inst_field,
    input [31:0] Data_in,
    input [3:0] ALU_Control,
    input [2:0] ImmSel,
    input [1:0] MemtoReg,
    input ALUSrc_B,
    input [1:0] Jump,
    input Branch,
    input BranchN,
    input RegWrite,
    output [31:0] PC_out,
    output [31:0] Data_out,
    output [31:0] ALU_out
);
wire [31:0] Cout_0, Cout_1;
wire [31:0] Imm_out;
wire Zero;
wire [31:0] PC_next;
ImmGen_more ImmGen_0(
    .inst_field(inst_field),
    .ImmSel(ImmSel),
    .Imm_out(Imm_out)
);
add_32 ADD_32_0(
    .a(PC_out),
    .b(32'd4),
    .c(Cout_0)
);
add_32 ADD_32_1(
    .a(PC_out),
    .b(Imm_out),
    .c(Cout_1)
);
REG32 REG32_1(
    .clk(clk),
    .rst(rst),
    .D(PC_next),
    .CE(1'b1),
    .Q(PC_out)
);
wire [31:0] output_0, output_1;
MUX2T1_32 MUX2T1_32_0(
    .I0(Data_out),
    .I1(Imm_out),
    .s(ALUSrc_B),
    .o(output_0)
);
MUX2T1_32 MUX2T1_32_1(
    .I0(Cout_0),
    .I1(Cout_1),
    .s(Branch & Zero | BranchN & ~Zero),
    .o(output_1)
);
wire [31:0] Wt_data;
MUX4T1_32 MUX4T1_32_0(
    .I0(ALU_out),
    .I1(Data_in),
    .I2(Cout_0),
    .I3(Imm_out),
    .s(MemtoReg),
    .o(Wt_data)
);
MUX4T1_32 MUX4T1_32_1(
    .I0(output_1),
    .I1(Cout_1),
    .I2(ALU_out),
    .I3(output_1),
    .s(Jump),
    .o(PC_next)
);
wire [31:0] Rs1_data;
Regs Regs_0(
    .clk(clk),
    .rst(rst),
    .Rs1_addr(inst_field[19:15]),
    .Rs2_addr(inst_field[24:20]),
    .Wt_addr(inst_field[11:7]),
    .Wt_data(Wt_data),
    .RegWrite(RegWrite),
    .Rs1_data(Rs1_data),
    .Rs2_data(Data_out)
);
ALU_more ALU_0(
    .A(Rs1_data),
    .B(output_0),
    .ALU_Control(ALU_Control),
    .res(ALU_out),
    .Zero(Zero)
);
endmodule
module ImmGen_more(
    input wire [2:0] ImmSel,        
    input wire [31:0] inst_field,   
    output reg [31:0] Imm_out       
);
    always @(*) begin
        case (ImmSel)
        3'b001: Imm_out = {{20{inst_field[31]}}, inst_field[31:20]};  
        3'b010: Imm_out = {{20{inst_field[31]}}, inst_field[31:25], inst_field[11:7]};  
        3'b011: Imm_out = {{19{inst_field[31]}}, inst_field[31], inst_field[7], inst_field[30:25], inst_field[11:8], 1'b0};  
        3'b100: Imm_out = {{12{inst_field[31]}}, inst_field[19:12], inst_field[20], inst_field[30:21], 1'b0};  
        3'b000: Imm_out = {inst_field[31:12],12'h0};
            default: Imm_out = 32'b0;
        endcase
    end
endmodule
module MUX2T1_32(
    input  [31:0] I0,      
    input  [31:0] I1,      
    input         s,       
    output [31:0] o        
);
    assign o = s ? I1 : I0;
endmodule
module MUX4T1_32(
    input  [31:0] I0,      
    input  [31:0] I1,      
    input  [31:0] I2,      
    input  [31:0] I3,      
    input  [1:0]  s,       
    output [31:0] o        
);
    assign o = (s == 2'b00) ? I0 :
               (s == 2'b01) ? I1 :
               (s == 2'b10) ? I2 :
               I3;   
endmodule
`timescale 1ns / 1ps
module REG32(
    input wire clk,     
    input wire rst,   
    input wire CE,     
    input wire [31:0] D,  
    output reg [31:0] Q  
);
always @(posedge clk or posedge rst) begin
    if (rst)
        Q <= 32'b0;
    else if (CE)
        Q <= D;
end
endmodule
module add_32(
    input  [31:0] a,       
    input  [31:0] b,       
    output [31:0] c        
);
    assign c = a + b;
endmodule
[/design/flow/config.mk]
export PLATFORM = sky130hd
export DESIGN_NAME = DataPath_more
export DESIGN_NICKNAME = DataPath_more
export VERILOG_FILES = /design/flow/design.v
export SDC_FILE = /design/flow/constraint.sdc
export NUM_CORES = 4
export LEC_CHECK = 1
export CORE_UTILIZATION = 40
[/design/flow/run.sh]
#!/bin/bash
# OpenROAD 26Q1-2900-gdf79404cd8, Yosys 0.63+post, stock flow scripts
make -C /OpenROAD-flow-scripts/flow DESIGN_CONFIG=/design/flow/config.mk WORK_HOME=/design/flow/orfs finish
==> flow_summary_export.csv <==
group,metric,value,unit
worst_setup_path,crit_path_max_fanout,41,
worst_setup_path,slowest_delay,760,ps
floorplan,top_level_ports,177,
global_routing,grt_max_degree,130,
clock_tree,root_buffer,"clkbuf_16",
floorplan,rows,145,
synthesis,ys_cells,7765,
sta,finalCritPeriodShare,0.6561,
sta,max_freq,0.04086,GHz
sta,setup_tns,0,ps
placed_design,port_buffers,169,
global_routing,grt_usage,0.4891,
placed_design,gp_congestion,1.076,
synthesis,ys.flop_type,"dfrtp_1",
worst_setup_path,path_delay_family,"AND-OR/OR-AND gates",
min_path,hold_start,"Regs_0.register[13][16]$_DFFE_PP0P_",
floorplan,fp.dieW,399.2,um
finish,syn_to_final_growth,14.51,%
worst_setup_path,critical_path_arrival,17010,ps
drt,first_pass_iters,8,
sta,slew_headroom,0.2608,
clock_tree,cts.sinks,1024,
synthesis,netlist_instances,7765,
global_routing,grt-ovfl-total,0,
pwr,p_clk_frac,0.301,
run_status,status,"finished, final reports clean",
worst_setup_path,worstSetupPathType,"in2out",
clock_tree,h-tree-depth,3,
clock_tree,cts_tree,"yes",
drt,wl_per_cell,38.34,um
synthesis,synthArstFlopShare,1.000,
pwr,leakagePower,0.03161,uW
clock_tree,post_cts_buffers,0,
min_path,whs_endpoint,"Regs_0.register[13][16]$_DFFE_PP0P_",
clock_tree,numCtsBuffers,112,
synthesis,numSynthFlops,1024,
pwr,finalPower,4132,uW
synthesis,syn_area,0.06312,mm2
sta,fin_worst_skew,97.09,ps
synthesis,avgSynthCellArea,8.129,um2
floorplan,fp-utilization,0.4036,
drt,routed_via_density,7.116,
global_routing,antenna_found_initial,38,
placed_design,dp_slack,13410,ps
pwr,p_comb_frac,0.308,
pwr,switching_share,0.3942,
floorplan,chipHeight,399.2,um
clock_tree,clockBufferDepth,3,
pwr,p_int,2503,uW
synthesis,yosysWarnings,5,
pwr,switching_power,1629,uW
pwr,ir_worst_vdd,45.08,uV
global_routing,grt_pass1_wl,523900,um
pwr,power.density,57.17,mW/mm2
worst_setup_path,reg2reg_to,"REG32_1.Q[30]$_DFF_PP0_",
worst_setup_path,ff2ff_setup_slack,28100,ps
sta,finalSetupViolCount,0,
worst_setup_path,worstRegToRegCells,23,
drt,drtIter0Drc,9675,
worst_setup_path,crit_required,29840,ps
run,warning_count,103,
sta,slew_violations,0,
sta,rsz0062_at_grt,"false",
finish,final_common_cell,"nand2_1",
min_path,holdPathStages,2,
pwr,seqPwrFrac,0.391,
sta,finalHoldViolCount,0,
clock_tree,insertion_delay,810,ps
drt,drc,0,
run,cap_violations,0,
worst_setup_path,critical_path_buf_inv_count,8,
synthesis,ys_types,105,
worst_setup_path,r2r-start,"Regs_0.register[12][2]$_DFFE_PP0P_",
min_path,hp-class,"reg2reg",
worst_setup_path,slowest_stage,"nor2_4",
global_routing,grt_pass1_vias,65850,
floorplan,coreArea,0.1564,mm2
worst_setup_path,cp_common_cell,"buf_4",
synthesis,ys_seq_share,0.4060,
clock_tree,ctsResizeCount,0,
sta,tightest_slew,1108,ps
drt,drtAntennaViolNets,0,
sta,layout_setup_ws,12830,ps
synthesis,edf_count,0,
placed_design,dp_hpwl,250400,um
worst_setup_path,endpoint_kind,"primary output",
floorplan,die_area,0.1594,mm2
clock_tree,hold_buffers,0,
finish,drive_above_1_share,0.1063,
drt,finalWirelength,379500,um
synthesis,ys_area,0.06312,mm2
drt,vias,70440,
clock_tree,clkTransAtPathRegs,60,ps
worst_setup_path,cp-start-kind,"input pin",
sta,fin_crit,24470,ps
finish,lay_top_cells,"nand2_1, o21ai_0, dfrtp_1",
[power by group through the flow]
stage                 combinational, uW  sequential (uW)  clock [uW]
final                              1270             1620        1240
after global routing               1350             1640        1280
after CTS                          1210             1600        1240
[sequential cells by signal (all words and copies together) (netlist names)]
| name | count |
|---|---|
| Regs_0.register | 992 |
| REG32_1.Q | 32 |
[per-stage QoR]
stage               std cells    util  hold slack (ps)  cell area (um2)
global route             9851  0.4614            523.0            72160
global placement         9642  0.4353            477.3            68070
detailed placement       9642  0.4353            485.6            68070
finish                   9899  0.4622            498.9            72280
floorplan                7765       -            460.0            63120
CTS                      9849  0.4614            499.8            72160
[synth_stat cells (117+ instances only)]
master,instances,area (um2)
o21ai_0,1082,5415
nor2_1,341,1280
a22oi_1,560,4204
ha_1,129,1614
nand3_1,427,2137
and3_1,199,1245
nand2_1,1419,5326
inv_1,117,439.2
nand4_1,146,913.4
dfrtp_1,1024,25620
a21oi_1,286,1431
nor3_1,121,605.6
clkbuf_1,567,2128
[worst register-to-register path: stages (launching register included)]
cell and delay [ps]:
dfrtp_1 420, and3_1 170, a2111oi_0 520, nand4_1 300, o21a_1 260, buf_4 210, nor2_4 600, inv_2 420
ha_1 410, o311a_1 400, o221a_2 250, o21ai_0 290, o21ai_0 350, a211oi_1 630, o32ai_1 180, o21ai_0 530
nand4_1 670, nor3_1 360, nand3b_1 100, or4_4 460, or3_1 520, and2_4 350, a31oi_1 420, o221ai_1 200
[logic make-up (layout without fill, tap and decap cells)]
family / after synthesis / after routing / share of synthesized area
and+or+nand+nor: 2947 / 2947 / 0.2161
muxes: 145 / 145 / 0.02468
DFF: 1024 / 1024 / 0.4060
buffers and inverters: 833 / 859 / 0.05261
adders and majority gates: 132 / 132 / 0.02652
other: 0 / 50 / 0
AOI/OAI and AO/OA: 2615 / 2615 / 0.2645
xor gates and xnor gates: 69 / 69 / 0.009574
[layer usage]
metal,wire [um],track usage
met5,829,0.03541
met4,31380,0.3034
met3,66080,0.3108
met2,145700,0.6253
met1,135500,0.6126
[worst max-delay path by stage]
stage / start / slack, ps / to / cells after the start
4_1_cts: inst_field[21] / 13380 / ALU_out[30] / 28
5_1_grt: inst_field[21] / 12830 / ALU_out[30] / 28
6_report: inst_field[20] / 12830 / ALU_out[30] / 28
[cell type report]
type | instances | area [um2]
diodes | 50 | 125.1
clock buffers | 150 | 3136
clock inverters | 57 | 947.2
fillers | 15090 | 84110
inverters | 121 | 464.2
multi-input cells | 5908 | 35000
flip-flops and latches | 1024 | 25620
well taps | 2058 | 2575
repair buffers | 531 | 4407
Power is estimated from default activity; no workload was simulated.
