### /design/flow/config.mk
export PLATFORM = sky130hd
export DESIGN_NAME = SCPU
export DESIGN_NICKNAME = SCPU
export VERILOG_FILES = /design/flow/design.v
export SDC_FILE = /design/flow/constraint.sdc
export NUM_CORES = 4
export LEC_CHECK = 1
export CORE_UTILIZATION = 50
### /design/flow/constraint.sdc
current_design SCPU

set clk_period 30.7
set clk_io_pct 0.2

create_clock -name clk0 -period $clk_period [get_ports {clk}]

set non_clock_inputs [all_inputs -no_clocks]
set_input_delay [expr $clk_period * $clk_io_pct] -clock clk0 $non_clock_inputs
set_output_delay [expr $clk_period * $clk_io_pct] -clock clk0 [all_outputs]
### /design/flow/design.v
module ALU(
    input [31:0] A,
    input [31:0] B,
    input [2:0] ALU_Control, 
    output reg [31:0] res,
    output Zero
);
assign Zero = (res == 32'b0);
always @ (*) begin
    case (ALU_Control)
        3'b000: res = A & B;
        3'b001: res = A | B;
        3'b010: res = A + B;
        3'b110: res = A - B;
        3'b111: res = (A < B) ? 32'b1 : 32'b0;
        3'b100: res = ~(A | B);
        3'b101: res = A >> B[4:0];
        3'b011: res = A ^ B;
        default: res = 32'b0;
    endcase
end
endmodule
module Regs(
    input clk, 
    input rst, 
    input RegWrite, 
    input [4:0] Rs1_addr, 
    input [4:0] Rs2_addr, 
    input [4:0] Wt_addr, 
    input [31:0] Wt_data,
    output [31:0] Rs1_data, 
    output [31:0] Rs2_data
);
reg [31:0] register [1:31];  
integer i;
assign Rs1_data = (Rs1_addr == 0) ? 0 : register[Rs1_addr];  
assign Rs2_data = (Rs2_addr == 0) ? 0 : register[Rs2_addr];  
always @(posedge clk or posedge rst) 
begin 
    if (rst == 1) 
        for (i = 1; i < 32; i = i + 1) 
            register[i] <= 0;  
    else if ((Wt_addr != 0) && (RegWrite == 1)) 
        register[Wt_addr] <= Wt_data;  
end
endmodule
module DataPath(
    input clk, 
    input rst, 
    input [31:0] inst_field,
    input [31:0] Data_in,
    input [2:0] ALU_Control,
    input [1:0] ImmSel,
    input [1:0] MemtoReg,
    input ALUSrc_B,
    input Jump,
    input Branch,
    input RegWrite,
    output [31:0] PC_out,
    output [31:0] Data_out,
    output [31:0] ALU_out
);
wire [31:0] Cout_0;
wire [31:0] Cout_1;
wire [31:0] Imm_out;
wire Zero;
wire [31:0] output_0;
wire [31:0] output_1;
wire [31:0] output_3;
ImmGen ImmGen_0(
    .inst_field(inst_field),
    .ImmSel(ImmSel),
    .Imm_out(Imm_out)
    );
add_32 ADD_32_0(
    .a(PC_out),
    .b(32'd4),
    .c(Cout_0)
    );
add_32 ADD_32_1(
    .a(PC_out),
    .b(Imm_out),
    .c(Cout_1)
    );
REG32 REG32_1(
    .clk(clk),
    .rst(rst),
    .D(output_3),
    .CE(1'b1),
    .Q(PC_out)
    );
MUX2T1_32 MUX2T1_32_0(
    .I0(Data_out),
    .I1(Imm_out),
    .s(ALUSrc_B),
    .o(output_0)
    );
MUX2T1_32 MUX2T1_32_1(
    .I0(Cout_0),
    .I1(Cout_1),
    .s(Branch & Zero),
    .o(output_1)
    );
MUX2T1_32 MUX2T1_32_3(
    .I0(output_1),
    .I1(Cout_1),
    .s(Jump),
    .o(output_3)
    );
wire [31:0] Wt_data;
MUX4T1_32 MUX4T1_32_0(
    .I0(ALU_out),
    .I1(Data_in),
    .I2(Cout_0),
    .I3(Cout_0),
    .s(MemtoReg),
    .o(Wt_data)
    );
wire [31:0] Rs1_addr;
Regs Regs_0(
    .clk(clk),
    .rst(rst),
    .Rs1_addr(inst_field[19:15]),
    .Rs2_addr(inst_field[24:20]),
    .Wt_addr(inst_field[11:7]),
    .Wt_data(Wt_data),
    .RegWrite(RegWrite),
    .Rs1_data(Rs1_addr),
    .Rs2_data(Data_out)
    );
ALU ALU_0(
    .A(Rs1_addr),
    .B(output_0),
    .ALU_Control(ALU_Control),
    .res(ALU_out),
    .Zero(Zero)
    );
endmodule
`timescale 1ns / 1ps
module ImmGen (
    input wire [2:0] ImmSel,     
    input wire [31:0] inst_field, 
    output reg [31:0] Imm_out
);
always @(*) begin
    case (ImmSel)
        3'b001: Imm_out = {{20{inst_field[31]}}, inst_field[31:20]};  
        3'b010: Imm_out = {{20{inst_field[31]}}, inst_field[31:25], inst_field[11:7]};  
        3'b011: Imm_out = {{19{inst_field[31]}}, inst_field[31], inst_field[7], inst_field[30:25], inst_field[11:8], 1'b0};  
        3'b100: Imm_out = {{12{inst_field[31]}}, inst_field[19:12], inst_field[20], inst_field[30:21], 1'b0};  
        3'b000: Imm_out = {inst_field[31:12],12'h0};
        default: Imm_out = 32'b0;
    endcase
end
endmodule
module MUX2T1_32(
    input  [31:0] I0,      
    input  [31:0] I1,      
    input         s,       
    output [31:0] o        
);
    assign o = s ? I1 : I0;
endmodule
module MUX4T1_32(
    input  [31:0] I0,      
    input  [31:0] I1,      
    input  [31:0] I2,      
    input  [31:0] I3,      
    input  [1:0]  s,       
    output [31:0] o        
);
    assign o = (s == 2'b00) ? I0 :
               (s == 2'b01) ? I1 :
               (s == 2'b10) ? I2 :
               I3;   
endmodule
`timescale 1ns / 1ps
module REG32(
    input wire clk,     
    input wire rst,   
    input wire CE,     
    input wire [31:0] D,  
    output reg [31:0] Q  
);
always @(posedge clk or posedge rst) begin
    if (rst)
        Q <= 32'b0;
    else if (CE)
        Q <= D;
end
endmodule
module SCPU(
    input wire clk,
    input wire rst,
    input wire MIO_ready,
    input wire [31:0] inst_in,
    input wire [31:0] Data_in,
    output wire MemRW,
    output wire CPU_MIO,
    output wire [31:0] PC_out,
    output wire [31:0] Data_out,
    output wire [31:0] Addr_out
);
wire [1:0] ImmSel;
wire ALUSrc_B;
wire [1:0] MemtoReg;
wire Branch;
wire Jump;
wire RegWrite;
wire [2:0] ALU_Control;
DataPath DataPath_wrapper_v1_0(
    .clk(clk), 
    .rst(rst), 
    .inst_field(inst_in), 
    .Data_in(Data_in), 
    .ALU_Control(ALU_Control), 
    .ImmSel(ImmSel), 
    .MemtoReg(MemtoReg), 
    .ALUSrc_B(ALUSrc_B), 
    .Jump(Jump), 
    .Branch(Branch), 
    .RegWrite(RegWrite), 
    .PC_out(PC_out), 
    .Data_out(Data_out), 
    .ALU_out(Addr_out)
);
SCPU_ctrl SCPU_ctrl_v1_0(
    .OPcode(inst_in[6:2]), 
    .Fun3(inst_in[14:12]), 
    .Fun7(inst_in[30]), 
    .MIO_ready(MIO_ready), 
    .ImmSel(ImmSel), 
    .ALUSrc_B(ALUSrc_B), 
    .MemtoReg(MemtoReg), 
    .Jump(Jump), 
    .Branch(Branch), 
    .RegWrite(RegWrite), 
    .MemRW(MemRW), 
    .ALU_Control(ALU_Control), 
    .CPU_MIO(CPU_MIO)
);
endmodule 
module add_32(
    input  [31:0] a,       
    input  [31:0] b,       
    output [31:0] c        
);
    assign c = a + b;
endmodule
`timescale 1ns / 1ps
module SCPU_ctrl(
    input wire[4:0] OPcode,
    input wire[2:0] Fun3,
    input wire Fun7,
    input wire MIO_ready,
    output reg [2:0] ImmSel,
    output reg ALUSrc_B,
    output reg [1:0] MemtoReg,
    output reg [1:0]Jump,
    output reg Branch,
    output reg BranchN,
    output reg RegWrite,
    output reg MemRW,
    output reg [3:0] ALU_Control,
    output reg CPU_MIO,
    output reg Rs1_used,
    output reg Rs2_used
);
    reg [15:0] CPU_ctrl_signals;
    reg [1:0] ALUop;
    wire[3:0] Fun;
    assign Fun={Fun3,Fun7};
    always @* begin
        Rs1_used 	= 1'b1;
		Rs2_used 	= 1'b1;
        case(OPcode)
            5'b00000:  
                begin
                    {ALUSrc_B,MemtoReg,RegWrite,MemRW,Branch,BranchN,Jump, ALU_Control,ImmSel} = {1'b1, 2'b01, 1'b1, 1'b0, 1'b0, 1'b0, 2'b00, 4'b0010, 3'b001};
                end
            5'b01100:  
            begin
                {ALUSrc_B,MemtoReg,RegWrite,MemRW,Branch,BranchN,Jump, ALU_Control,ImmSel} = {1'b0, 2'b00, 1'b1, 1'b0, 1'b0, 1'b0, 2'b00, 4'bxxxx, 3'b001};
                case(Fun)
                    4'b0000: ALU_Control = 4'b0010;  
                    4'b1100: ALU_Control = 4'b0001;  
                    4'b1110: ALU_Control = 4'b0000;  
                    4'b0001: ALU_Control = 4'b0110;  
                    4'b0010: ALU_Control = 4'b1110;  
                    4'b0100: ALU_Control = 4'b0111;  
                    4'b1000: ALU_Control = 4'b1100;  
                    4'b1010: ALU_Control = 4'b1101;  
                    4'b0110: ALU_Control = 4'b1001;  
                    4'b1011: ALU_Control = 4'b1111;  
                    default: ALU_Control = 4'b0010;
                endcase
            end
            5'b01000: begin {ALUSrc_B,MemtoReg,RegWrite,MemRW,Branch,BranchN,Jump, ALU_Control,ImmSel} ={1'b1, 2'b00, 1'b0, 1'b1, 1'b0, 1'b0, 2'b00, 4'b0010, 3'b010}; end  
            5'b00100:
            begin
                {ALUSrc_B,MemtoReg,RegWrite,MemRW,Branch,BranchN,Jump, ALU_Control,ImmSel} = {1'b1,2'b00,1'b1,1'b0,1'b0,1'b0,2'b00,4'bxxxx,3'b001};    
                begin
                    case(Fun3)
                    3'b000: ALU_Control=4'b0010;  
                    3'b010: ALU_Control=4'b0111;  
                    3'b011: ALU_Control=4'b1001;  
                    3'b100: ALU_Control=4'b1100;  
                    3'b110: ALU_Control=4'b0001;  
                    3'b111: ALU_Control=4'b0000;  
                    3'b001: ALU_Control=4'b1110;  
                    3'b101:
                        begin
                            case(Fun7)
                            1'b0:ALU_Control=4'b1101; 
                            1'b1:ALU_Control=4'b1111; 
                            endcase
                        end
                    default: ALU_Control=4'bxxxx;
                    endcase
                end
            end
            5'b00000:  
            begin
                {ALUSrc_B,MemtoReg,RegWrite,MemRW,Branch,BranchN,Jump, ALU_Control,ImmSel}={1'b1,2'b01,1'b1,1'b0,1'b0,1'b0,2'b00,4'b0010,3'b001};
            end
            5'b11001:   
            begin
                {ALUSrc_B,MemtoReg,RegWrite,MemRW,Branch,BranchN,Jump, ALU_Control,ImmSel}={1'b1,2'b10,1'b1,1'b0,1'b0,1'b0,2'b10,4'b0010,3'b001};    
                Rs1_used = 1'b0;
                Rs2_used = 1'b0;
            end
            5'b11000:   
            begin
                {ALUSrc_B,MemtoReg,RegWrite,MemRW,Branch,BranchN,Jump, ALU_Control,ImmSel}={1'b0,2'b00,1'b0,1'b0,1'b0,1'b0,2'b00,4'b0110,3'b011};
                begin
                    case(Fun3)
                    3'b000:
                    begin
                        Branch=1;
                        BranchN=0;
                    end
                    3'b001:
                    begin
                        BranchN=1;
                        Branch=0;
                    end
                    default:
                    begin
                        Branch=0;
                        BranchN=0;
                    end
                    endcase
                end
            end
            5'b11011:   
            begin
                {ALUSrc_B,MemtoReg,RegWrite,MemRW,Branch,BranchN,Jump, ALU_Control,ImmSel}={1'b1,2'b10,1'b1,1'b0,1'b0,1'b0,2'b01,4'b0010,3'b100};
                Rs1_used = 1'b0;
                Rs2_used = 1'b0;
            end
            5'b00101:    
            begin
                {ALUSrc_B,MemtoReg,RegWrite,MemRW,Branch,BranchN,Jump, ALU_Control,ImmSel}={1'bx,2'b11,1'b1,1'b0,1'b0,1'b0,2'b00,4'bxxxx,3'b000};
            end
            5'b01101:  
            begin
                {ALUSrc_B,MemtoReg,RegWrite,MemRW,Branch,BranchN,Jump, ALU_Control,ImmSel}={1'b0,2'b11,1'b1,1'b0,1'b0,1'b0,2'b00,4'b0010,3'b000};    
                Rs1_used = 1'b0;
                Rs2_used = 1'b0;
            end
            default: begin {ALUSrc_B,MemtoReg,RegWrite,MemRW,Branch,BranchN,Jump, ALU_Control,ImmSel} = {1'b0, 2'b00, 1'b0,1'b0,1'b0, 1'b0,2'b00, 4'bxxxx, 3'b000}; end 
        endcase
    end
endmodule
### /design/flow/run.sh
#!/bin/bash
# OpenROAD 26Q1-2900-gdf79404cd8, Yosys 0.63+post, stock flow scripts
make -C /OpenROAD-flow-scripts/flow DESIGN_CONFIG=/design/flow/config.mk WORK_HOME=/design/flow/orfs finish
==> CHANGELOG.md <==
### Physical design

- Crit Path Class: in -> out
- Outcome: completed
- RSZ-0062 raised after global routing: false
- FFs w/ async S/R, synth: 1.00
- Hold WS: about 500 ps
- Mean Syn Cell Area: 8.15 um2
- Final worst path period share: 0.709
- CTS max path bufs: 3
- Worst Setup Start Kind: primary input
- Setup TNS Final: 0 ps
- Tool Warnings: 113
- Comb gate area: 33300 um2
- Crit path DRT: 24560 ps
- Mapped cell area: between 60000 and 70000 um2
- Post-DRT Antenna Nets: 0
- Yosys cell types: roughly 91
- Vias: 68600
- Top-Level Pins: 165
- Internal power: 0.00289 W
- Worst reg2reg path startpoint: DataPath_wrapper_v1_0.Regs_0.register[30][2]
- Slowest CP cell: a2111oi_0
- Total GRT Usage: 0.583
- CP top delay family: buffers and inverters
- R2R Setup Slk: 21480 ps
- CTS sink count: 1024
- Design Power: ~0.0047 W
- Commonest non-fill, non-tap cell in the layout: nand2_1
- Yosys top cell area share: 0.418
- Combinational share of power: 0.313
- Arrival time at the worst endpoint: 15610 ps
- Drt pass-1 iters: 12
- Synth Register Bits: 1024
- P_leak: 30.3 nW
- Top cells by area, synth: dfrtp_1 42%, o21ai_0 8.8%, nand2_1 7.8%
- Hold Crit Class: reg -> reg
- Vias per cell: 7.44
- Worst-path clk slew: 60 ps
- Crit path buf inv count: 10
- Worst IR drop on VDD: 0.0000683 V
- Reg-to-reg endpoint: DataPath_wrapper_v1_0.REG32_1.Q[28]
- Ys cells: approximately 7500
- Crit path time final: ~22000 ps
- Fill count: 10800
- Cts repair resizes: 0
- CTS buffer count: 109
- NetSw: 0.00182 W
- Most numerous logic cells after layout: 1251 x nand2_1, 1081 x o21ai_0, 1024 x dfrtp_1
- Cell mode on critical path: buf_4
- Synth Instances: about 7500
- Layout cells sized above 1: 0.0997
- Fmax: 0.0460 GHz
- Clock network fraction of total power: 0.302
- Post-CTS Setup Bufs: 0
- Initial Util: 0.504
- Chip area: 124000 um2
- Die width: 352 um
- Top cell type by total area after synthesis: dfrtp_1
- Post-synth top flop: dfrtp_1
- Worst setup path start: inst_in[20]
- Fin cells: 9221
- H-tree depth: 3
- Die Y: 352 um
- Flop pwr share: 0.385
- Global route overflow: 0
- Root buffer cell: clkbuf_16
- Count of library flops with an enable pin: 0
- CTS tree: done
- DR WL/cell: 38.0 um
- First-pass GRT wire length: 489 mm
- Core box area: roughly 120000 um2
- Setup crit end: Addr_out[0]
- Vias in the first global route: 64900
- Number of cell rows: 128
- Final Hold Fails: 0
- Worst setup EP type: primary output
- Worst Skew: 95.1 ps
- Largest stage delay, worst path: 850 ps
- Yosys warning tally: 11
- DP Cell Count: ~9000
- Max-slew violation count: 0
- Setup Viol. Count Final: 0
- IO Port Bufs: 160
- Reg2reg path depth: 26
- Switching Fraction: 0.387
- Rel. slew slack: 0.285
- Wire length after detailed routing: 351 mm
- Initial antenna violation count: 33
- Initial drt markers: 9426
- Measured slew at the worst slew-check pin: 1070 ps
- Maxcap violations: 0
- Largest net degree at the start of global routing: between 100 and 150
- Crit Path Max Fanout: 32
- DRC viols: 0
- Clk latency of the worst-skew pair: 790 ps
- HPWL after DPL: 223 mm
- CTS Hold Bufs: 0
- Synth Seq Share: 0.418
- RePlAce Congestion: 1.08
- PD cells: 67.7 nW/um2
- Area Overhead vs Synth: 13.5%
- Post-synthesis chip area from yosys: 61400 um2
- Worst path depth: 30
- FF+latch area: 25600 um2
==> cell type report <==
type                       instances  area share
timing repair buffer             508      0.0601
clock buffer                     152      0.0450
inverter                         152     0.00824
multi-input combinational       5649       0.478
sequential                      1024       0.368
clock inverter                    48     0.00916
antenna                           63     0.00226
tap                             1625      0.0292
==> worst register-to-register path: stages (launching register included) <==
cell,delay [ps]
dfrtp_1,390
mux2i_1,220
nor2_1,80
a2111oi_2,400
nand4_1,200
o31ai_4,760
inv_2,190
o21ai_4,250
buf_4,390
ha_1,350
nor3b_1,110
o31ai_1,360
a31oi_1,220
nor4b_1,780
o31ai_1,320
a221o_1,480
a311oi_1,460
o21bai_1,140
a21oi_1,200
nor3_1,70
o21ai_0,180
a31oi_1,320
or4_1,670
nor4_4,230
buf_4,500
nand2_2,480
a21bo_2,320
==> registers in the layout, summed over array words and instances, names as in the netlist <==
name / count
DataPath_wrapper_v1_0.Regs_0.register: 992
DataPath_wrapper_v1_0.REG32_1.Q: 32
==> power groups by stage <==
stage,sequential (W),combinational (W),clock [W]
final,0.00181,0.00148,0.00142
after global routing,0.00184,0.00157,0.00146
after CTS,0.00180,0.00142,0.00141
==> cell usage after synthesis (all sizes together) (22+ instances only) <==
| library cell | n |
|---|---|
| nand2 | 1281 |
| o21ai | 1089 |
| dfrtp | 1024 |
| nand3 | 612 |
| clkbuf | 592 |
| a22oi | 381 |
| a21oi | 302 |
| nor2 | 300 |
| nand4 | 194 |
| inv | 150 |
| ha | 144 |
| and3 | 135 |
| buf | 111 |
| a22o | 95 |
| nor3 | 92 |
| a221oi | 85 |
| o211ai | 74 |
| a211oi | 63 |
| nor4 | 56 |
| xnor2 | 45 |
| a222oi | 44 |
| mux2i | 44 |
| a21o | 37 |
| a31oi | 37 |
| a2111oi | 34 |
| and2 | 32 |
| nand2b | 30 |
| xor2 | 30 |
| nor2b | 27 |
| mux2 | 26 |
| o22ai | 26 |
| a211o | 22 |
==> through the flow <==
step | setup WS (ps) | cell area, um2 | utilization
after floorplan | 10450 | 61400 | -
after global placement | 9700 | 65700 | 0.540
after detailed placement | 9690 | 65700 | 0.540
after CTS | 9640 | 69500 | 0.571
after global routing | 9090 | 69500 | 0.571
final | 8950 | 69700 | 0.572
==> worst min path at each step <==
stage | start | to | slack [ps] | cells past startpoint
4_1_cts | DataPath_wrapper_v1_0.Regs_0.register[4][10] | DataPath_wrapper_v1_0.Regs_0.register[4][10] | 500 | 2
5_1_grt | DataPath_wrapper_v1_0.Regs_0.register[7][17] | DataPath_wrapper_v1_0.Regs_0.register[7][17] | 520 | 2
6_report | DataPath_wrapper_v1_0.Regs_0.register[4][10] | DataPath_wrapper_v1_0.Regs_0.register[4][10] | 500 | 2
==> kinds of logic (layout without fill, tap and decap cells) <==
logic type,after synthesis,in the layout,synth area share
other,1,64,0.0000611
adder cells (fa/ha/maj),147,147,0.0303
buffers and inverters,855,860,0.0538
multiplexers,70,70,0.0120
AND-OR/OR-AND,2467,2467,0.256
XOR/XNOR,75,75,0.0107
AND/OR/NAND/NOR,2889,2889,0.220
flip-flops,1024,1024,0.418
==> metal layers <==
| metal | GRT usage | routed length [um] | up-vias | part of all wire |
|---|---|---|---|---|
| met1 | 0.684 | 117000 | 32500 | 0.33 |
| met3 | 0.410 | 63800 | 2285 | 0.18 |
| met4 | 0.418 | 36100 | 52 | 0.10 |
| met5 | 0.128 | 1370 | - | 0.0039 |
| li1 | - | - | 27500 | - |
| met2 | 0.735 | 132000 | 6341 | 0.38 |
No activity file was given, so power comes from the tool's default toggle rates.
